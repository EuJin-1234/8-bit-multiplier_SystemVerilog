$ cat ./config.mk
export PLATFORM = sky130hd
export DESIGN_NAME = multiplier
export DESIGN_NICKNAME = multiplier
export VERILOG_FILES = /design/flow/design.v
export SDC_FILE = /design/flow/constraint.sdc
export NUM_CORES = 4
export LEC_CHECK = 1
export CORE_UTILIZATION = 50
$ cat ./constraint.sdc
current_design multiplier

set clk_period 5.8
set clk_io_pct 0.2

create_clock -name clk0 -period $clk_period [get_ports {clock}]

set non_clock_inputs [all_inputs -no_clocks]
set_input_delay [expr $clk_period * $clk_io_pct] -clock clk0 $non_clock_inputs
set_output_delay [expr $clk_period * $clk_io_pct] -clock clk0 [all_outputs]
$ cat ./design.v
module adder #(parameter N=8) (input logic[N-1:0] A,M, output logic C, output logic [N-1:0] Sum);
 always_comb
   {C,Sum} = {1'b0,A} + {1'b0,M};
endmodule
module reg_m #(parameter N=8) (input logic clock, reset, mFlag,
              input logic[N-1:0] Qin, output logic[N-1:0] M);
always_ff @ (posedge clock)
  if (reset & mFlag)   
    M <= Qin;
endmodule
module register (input logic clock, reset, add, shift, C, mFlag, stay,
              input logic[7:0] Qin, Sum, output logic[15:0] AQ);
logic Creg;  
always_ff @ (posedge clock)
  if (reset)   
  begin
   Creg <= 0;
   AQ[15:8] <= 0;
   AQ[7:0] <= 0;  
  end
  else if (stay)
  begin
  end
  else if ((~mFlag) && (~add) && (~shift) && (~reset))
  begin
	AQ[7:0] <= Qin;
  end
  else if (add)  
  begin
   Creg <= C;
   AQ[15:8] <= Sum;
   {Creg,AQ} <= {1'b0,C,Sum,AQ[7:1]};
  end
  else if (shift)  
  begin
   {Creg,AQ} <= {1'b0,Creg,AQ[15:1]};
  end
endmodule
module sequencer (input logic start, clock, Q0, n_rst, mFlag,
 output logic add, shift, ready, reset, stay);
logic [3:0] count, count_next;
enum logic [1:0] {idle, loadQ, addshift, stopped} present_state, next_state;
always_ff @(posedge clock, negedge n_rst)
	if (~n_rst)
		begin
			present_state <= idle;
			count <= 8;
		end	
	else
		begin
			present_state <= next_state;
			count <= count_next;
		end
always_comb
	begin
		add = '0;
		shift = '0;
		ready = '0;
		reset = '0;
		stay = '0;
		count_next = count;
		next_state = present_state;
		unique case (present_state)
		idle:
			begin
				reset = '1;
				count_next = 8;
				if (start)
					next_state = loadQ;
			end
		loadQ:
			begin
				if (~mFlag)
					next_state = addshift;
			end
		addshift:
			begin
				count_next = count_next - 1;
				if (Q0 == 1) 
					add = '1;
				else 
					shift = '1;
				if (count_next > 0) 
					next_state = addshift;
				else
					next_state = stopped;
			end
		stopped:
			begin 
				ready = '1;
				stay = '1;
				if (start)
				begin
					next_state = idle;
				end
			end
		default:
			begin
				next_state = idle;
			end
		endcase
	end
endmodule
module sevenseg(output logic [6:0] data, 
                input logic [3:0] address);
always_comb
  unique casez (address)
    4'b0000 : data = 7'b1000000;
    4'b0001 : data = 7'b1111001;
    4'b0010 : data = 7'b0100100;
    4'b0011 : data = 7'b0110000;
    4'b0100 : data = 7'b0011001;
    4'b0101 : data = 7'b0010010;
    4'b0110 : data = 7'b0000010;
    4'b0111 : data = 7'b1111000;
    4'b1000 : data = 7'b0000000;
    4'b1001 : data = 7'b0010000;
    4'b1010 : data = 7'b0001000;
	4'b1011 : data = 7'b0000011;
	4'b1100 : data = 7'b1000110;
	4'b1101 : data = 7'b0100001;
	4'b1110 : data = 7'b0000110;
    4'b1111 : data = 7'b0001110;
    default : data = 7'b1111111;
  endcase
endmodule
module multiplier(input logic start, n_rst, clock, mFlag, input logic [7:0] Qin,
                  output logic ready, output logic [6:0] d0, d1, d2, d3);
logic C, reset, shift, add, stay;
logic [7:0] Sum, M;
logic[15:0] AQ;
adder A0(.A(AQ[15:8]), .M(M), .C(C), .Sum(Sum));
register R0 (.*);
reg_m R1 (.*);
sequencer S(.start(start), .clock(clock), .reset(reset), .Q0(AQ[0]), .n_rst(n_rst), .mFlag(mFlag),
 .add(add), .shift(shift), .ready(ready), .stay(stay));
sevenseg S0(.address(AQ[3:0]), .data(d0));
sevenseg S1(.address(AQ[7:4]), .data(d1));
sevenseg S2(.address(AQ[11:8]), .data(d2));
sevenseg S3(.address(AQ[15:12]), .data(d3));
endmodule
$ cat ./run.sh
#!/bin/bash
# OpenROAD 26Q1-2900-gdf79404cd8, Yosys 0.63+post, stock flow scripts
make -C /OpenROAD-flow-scripts/flow DESIGN_CONFIG=/design/flow/config.mk WORK_HOME=/design/flow/orfs finish
==> flow_summary.yaml <==
# flow metrics
yosys:
  synth_cell_type_count: 64
  synth_area_per_cell_sq_um: 9.84
  yosys_cells: 355
  async_flop_share: 0.133
  ff_type: "dfxtp_1"
  post_synth_main_area_contributors: "dfxtp_1 (25%), ha_1 (11%), mux2i_1 (6.9%)"
  post_synth_most_frequent_cells: "dfxtp_1 (44), ha_1 (32), nand2_1 (27), mux2i_1 (24), inv_1 (23)"
  yosys.area_share.simple: 0.144
  synth.cellmix.xorXnorShare: 0.0125
  synthTopLogicFamily: "AND-OR/OR-AND gates"
  chip_area_yosys_sq_um: 3490
  synthesis.instances: 355
  synth-compound-area-share: 0.206
  adder_share: 0.120
  synth.ff_latch_count: 60
  mappedNetlistArea_sq_um: 3490
  enable_flop_cells: 8
  postSynthSeqShare: 0.379
  yosys_warnings: 5
  synth_top_area_share: 0.252
  synth_area_leader_cell: "dfxtp_1"
  most_common_cell: "dfxtp_1"
  synth.mux.area_fraction: 0.0817
detailed_routing:
  via_count: 2619
  post-route-drc-count: 0
  firstDrtPassIters: 6
  ant_nets: 0
  routed_wl_um: 6570
  drtIter0Drc: 80
  vias_per_cell: 5.48
  antenna_cells_inserted: 0
  post_drt_wl_per_cell_um: 13.7
sta:
  final.period_utilization: 0.635
  setup-tns-final_ps: 0
  final-hold-violation-count: 0
  final.hold.worst_slack_ps: 477
  final_period_minus_worst_setup_slack_ps: 3690
  setup_repair_after_global_routing_missed_its_margin: "no"
  worst_pin_slew_ps: 829
  relSlewSlack: 0.444
  timing.final.max_slew_violations: 0
  finalSetupViolations: 0
  fmax_ghz: 0.271
  skew_ps: 7.94
flow_run:
  max_cap_viol_count: 0
  openroad.warnings: 45
cts:
  clock_latency_ps: 330
  tritoncts: "done"
  cts.hold.buffers_added: 0
  number_of_buffers_created_by_cts: 9
  clock_tree.htree_level_count: 3
  worst_setup_hold_path_clk_slew_ps: 70
  buffer_cell_driving_the_clock_tree_root: "clkbuf_8"
  postCtsSetupRepairBufs: 0
  cts.sinks: 60
  cts-root-to-sink-buffers: 2
  cts_repair_resize_count: 0
power_and_ir_drop:
  power_frac_comb: 0.559
  leakage_component_of_the_power_nw: 1.64
  fin_total_pwr_mw: 2.14
  switch_pwr_mw: 0.902
  share_of_total_power_in_sequential_cells: 0.291
  clkPwrFrac: 0.150
  p_per_area_nw_per_um2: 526
  vdd_ir_drop_max_uv: 274
  intPower_mw: 1.24
  switching_share: 0.421
worst_setup_path:
  worstPathCellList: "clkdlybuf4s50_1 -> o21bai_1 -> a21oi_2 -> o21ai_0 -> a21oi_2 -> inv_1 -> ha_1 -> mux2_2 -> o32ai_2"
  critPathMostFrequentCell: "a21oi_2"
  path_buffers: 2
  critical_path_launch_point_type: "input port"
  critical_path_required_ps: 6040
  critPathSlowestCell: "a21oi_2"
  crit_family: "AND-OR/OR-AND gates"
  critical_path_class: "input port to register"
  critPathMaxFanout: 18
  worstPathArrival_ps: 3930
  critical_path.endpoint_type: "register"
  cpPeakStageDelay_ps: 640
global_routing:
  grt_max_degree: 19
  number_of_antenna_violations_at_the_first_check_in_global_routing: 0
  grt_overflow: 0
  groute.usage.overall: 0.193
  first_pass_grt_wire_length_um: 11100
  first_global_vias: 2349
floorplanning:
  rows: 30
  placeableCoreArea_sq_um: 6760
  num_io_pins: 41
  fp_util: 0.517
  floorplan.die.width_um: 85.6
  die_area_sq_um: 7320
  chipHeight_um: 85.6
place:
  place.port_buffers: 40
  gpl.final_weighted_congestion: 0.904
  place_hpwl_um: 4600
cells_and_area:
  post_route_cells_drive_above_1_share: 0.113
  area_growth_pct: 16.5
min_path:
  holdCritPathClass: "register to register"
run_status:
  status: "finished clean"
-- cell type report --
type	instances	area [sq um]
fillers	565	2690
well taps	80	100
flip-flops and latches	60	1320
repair buffers	42	415
clock inverters	2	10.0
multi-input cells	256	1970
inverters	24	95.1
clock buffers	14	153
-- logic make-up (layout without fill, tap and decap cells) --
kind of cell / Yosys count / count (layout)
AND-OR/OR-AND: 102 / 102
AND/OR/NAND/NOR: 88 / 88
buffers and inverters: 39 / 82
multiplexers: 28 / 28
flip-flops: 60 / 60
XOR/XNOR: 5 / 5
adder cells (fa/ha/maj): 33 / 33
-- registers in the layout, indices dropped and copies added, names as in the netlist, named ones only --
signal,count
S.count,4
d2,7
R0.AQ,16
d3,7
R1.M,8
S.present_state,3
d1,7
d0,7
-- worst reg2reg max path, delay by kind of cell (launching register included) --
kind / cells / cell delay, ps
flip-flops: 1 / 390
AND-OR/OR-AND: 6 / 1660
buffers and inverters: 1 / 170
adder cells (fa/ha/maj): 3 / 1020
XOR/XNOR: 1 / 130
-- stage by stage --
stage	util	instances	area, sq um	setup WS [ps]
after global placement	0.578	462	3910	1860
after global routing	0.602	478	4070	1890
after detailed placement	0.578	462	3910	1780
final	0.602	478	4070	2110
after floorplan	-	355	3490	2800
after CTS	0.602	478	4070	2130
-- cells in the final DEF, fill, tap and decap left out, types with 5 or more instances in the layout --
master           count
o21ai_0             21
a211oi_1            10
edfxtp_1             8
nand2_1             27
clkbuf_8            10
a21oi_2              5
o22ai_1             10
mux2i_1             24
nor3_1               6
a21oi_1             14
ha_1                32
dfrtp_1              6
inv_1               23
nor2_1              16
clkdlybuf4s50_1     40
nor2b_1              7
dfxtp_1             44
-- power by group through the flow --
| stage | logic, mW | clock network, mW | registers [mW] |
|---|---|---|---|
| after CTS | 1.20 | 0.331 | 0.624 |
| after global routing | 1.35 | 0.351 | 0.638 |
| final | 1.20 | 0.321 | 0.624 |
-- metal layers --
metal | up-vias | track usage | share of wire
li1 | 1365 | - | -
met1 | 1198 | 0.316 | 0.51
met2 | 48 | 0.282 | 0.43
met3 | 8 | 0.0361 | 0.043
met4 | 0 | 0.0288 | 0.013
met5 | - | 0 | 0
-- worst paths after layout --
kind                            startpoint  slack [ps]                    endpoint  cells past startpoint
min in group asynchronous            n_rst        1100                  S.count[1]                      1
worst max-delay path                 mFlag        2110                       d1[1]                      9
worst min-delay path            S.count[3]         480                  S.count[3]                      2
worst max register to register     R1.M[0]        2300                       d3[5]                     11
worst min register to register  S.count[3]         480                  S.count[3]                      2
max in group asynchronous            n_rst        4400  asynchronous set/reset pin                      1
Power figures rest on the tool's default switching activity, not on a simulated workload.
